## ./design.v

```verilog
`timescale 1ns / 1ps
module look_ahead_adder_n_bit(
    input_1, input_2, carry_in , sum, carry
    );
    parameter SIZE = 8;
    input [SIZE-1:0] input_1,input_2;
    input carry_in;
    output [SIZE-1:0] sum;
    output carry;
    wire [SIZE:0] carry_wire;
    wire  [SIZE-1:0]  carry_gen, carry_prop;
    assign carry_wire[0] = carry_in;
    genvar i;
    generate
    for (i = 0; i < SIZE; i = i+1) begin
        assign carry_prop[i] = input_1[i] ^ input_2[i];
        assign carry_gen[i] = input_1[i] & input_2[i];
        assign sum[i] = carry_prop[i] ^ carry_wire[i];
    end
    endgenerate
    genvar j;
    generate
    for (j = 0; j < SIZE; j = j+1) begin
        assign carry_wire[j+1] = carry_gen[j] | (carry_prop[j] & carry_wire[j]) ;
    end
    endgenerate
    assign carry = carry_wire[SIZE];
endmodule
`timescale 1ns / 1ps
module look_ahead_pass_through(
    input_1, input_2, carry_in , sum, carry, clk, reset, load, load_out, passthrough_in, passthrough_out
    );
    parameter SIZE = 8;
    parameter PASS_THROUGH_SIZE = 16;
    input [SIZE-1:0] input_1,input_2;
    input carry_in, load, clk, reset;
    input [PASS_THROUGH_SIZE -1:0] passthrough_in;
    output reg [SIZE-1:0] sum;
    output reg carry, load_out;
    output reg [PASS_THROUGH_SIZE -1:0] passthrough_out;
    reg [SIZE-1:0] input_1_r,input_2_r;
    reg carry_in_r, load_r;
    reg [PASS_THROUGH_SIZE -1:0] passthrough_in_r;
    wire [SIZE-1:0] sum_w;
    wire carry_w, load_out_w;
    always @(posedge clk) begin
        if(reset) begin
        input_1_r <= 0;
        input_2_r <= 0;
        carry_in_r <= 0;
        load_r <= 0;
        passthrough_in_r <= 0;
        end else begin
            if (load) begin
                input_1_r <= input_1;
                input_2_r <= input_2;
                carry_in_r <= carry_in;
                load_r <= load;
                passthrough_in_r <= passthrough_in;
            end else begin
                input_1_r <= input_1_r;
                input_2_r <= input_2_r;
                carry_in_r <= carry_in_r;
                load_r <= 0;
                passthrough_in_r <= passthrough_in_r;
            end
        end
    end
    look_ahead_adder_n_bit #(.SIZE(SIZE)) ADD (.input_1(input_1_r), .input_2(input_2_r), .carry_in(carry_in_r) , .sum(sum_w), .carry(carry_w));
    always @(posedge clk) begin
        if(reset) begin
        sum <= 0;
        carry <= 0;
        load_out <= 0;
        passthrough_out <= 0;
        end else begin
            if (load_r) begin
                sum <= sum_w;
                carry <= carry_w;
                load_out <= load_r;
                passthrough_out <= passthrough_in_r;
            end else begin
                sum <= sum;
                carry <= carry;
                load_out <= 0;
                passthrough_out <= passthrough_out;
            end
        end
    end
endmodule
```

## ./run.sh

```bash
#!/bin/bash
# OpenROAD 26Q1-2900-gdf79404cd8, Yosys 0.63+post, stock flow scripts
make -C /OpenROAD-flow-scripts/flow DESIGN_CONFIG=/design/flow/config.mk WORK_HOME=/design/flow/orfs finish
```

## ./config.mk

```make
export PLATFORM = sky130hd
export DESIGN_NAME = look_ahead_pass_through
export DESIGN_NICKNAME = look_ahead_pass_through
export VERILOG_FILES = /design/flow/design.v
export SDC_FILE = /design/flow/constraint.sdc
export NUM_CORES = 4
export LEC_CHECK = 1
export CORE_UTILIZATION = 30
export SYNTH_HDL_FRONTEND = slang
```

## ./constraint.sdc

```tcl
current_design look_ahead_pass_through

set clk_period 4.3
set clk_io_pct 0.2

create_clock -name clk0 -period $clk_period [get_ports {clk}]

set non_clock_inputs [all_inputs -no_clocks]
set_input_delay [expr $clk_period * $clk_io_pct] -clock clk0 $non_clock_inputs
set_output_delay [expr $clk_period * $clk_io_pct] -clock clk0 [all_outputs]
```

==> run notes <==
run results: WL per Instance=11.3 um, DP Wirelength=2720 um, post-route clock skew=4.16 ps, DR pass1 iterations=3, area leader, netlist=dfxtp_1, CP peak stage delay=400 ps, WL met2=1780 um, power per cell area=385 nW/um2, Longest Clk Path Bufs=2, endpoints failing setup=0, H-Tree Depth=3, DRT met1 WL=2110 um, fmax=0.271 GHz, hold_buf cts=0, cells in synth_stat.txt=207, DR vias=1,525, yosys stat area=2300 um2, Yosys cell types=12, LEAKAGE=1.31 nW, most frequent CP cell=fa_1, IO buf count=61, CP Cell Sequence=inv_1, fa_1, inv_1, fa_1, fa_1, fa_1, fa_1, fa_1, fa_1, inv_1, fa_1, a211oi_1, post-CTS setup buffer count=0, Slew headroom=0.592, mapped cell area=2300 um2, Pins Over Slew Limit=0, metal3 WL=238 um, number of vias per cell=4.10, Total Routing Usage GR=0.117, RSZ-0062 raised after global routing=false, count of tool warnings=25, Post-Synthesis Cells=207, Area leader share=0.523, CTS tree=built, CP max-delay cell=fa_1, CTS buffer count=9, largest net degree at the start of global routing=61, final period utilization=0.858, Fin Setup TNS=0 ps, vias in the first global route=1,454, final hold viol count=0, Warnings, synthesis=0, first-pass GRT wire length=6840 um, worst slew pin tran=611 ps, Mean Syn Cell Area=11.1 um2, initial antenna violation count=0, Worst EP arrival=3930 ps, drt drc=0, Clock Tree Root=clkbuf_8, clock-pin slew on the worst setup and hold paths=60 ps, Post-Route Utilization=0.428, status=completed, Die Width=89.5 um, io pins=62, VDD IR max=0.278 mV, Crit Path Category=register to register, share of layout cells above drive strength 1=0.0733, Synth flops=60, Max Used Layer=met4, # diodes=0, biggest area cells=dfxtp_1 52%, mux2i_1 24%, nor2_1 9.5%, clk sinks=60, die area=8020 um2, Final GP Congestion=0.743, Max-cap violations=0, Core Util at FP=0.314, Core ar.=7330 um2, 1st-iter DRT viols=74, Antenna Violating Nets Remaining=0, crit path DRT=4540 ps, Late-Pin Clk Latency=330 ps, Worst setup EP type=register, drt total wl=4190 um, min cycle time layout=3690 ps, Worst Setup Start Kind=register, grt ovf=0, Post-synth seq share=0.523, CTS resizes=0, Hold Path Class=register to register, Die Y=89.5 um, synthesis-to-finish area growth=36.6%, Rows=31, CP Max Fanout=2
==> routing by layer <==
| layer | up-vias | global-route usage |
|---|---|---|
| met1 | 683 | 0.166 |
| met4 | 0 | 0.0159 |
| met2 | 42 | 0.181 |
| met5 | - | 0 |
| li1 | 795 | - |
| met3 | 5 | 0.0421 |
==> sequential cells by signal, summed over array words and instances, names as in the netlist <==
name / flops
sum: 8
carry: 1
input_2_r: 8
load_r: 1
load_out: 1
passthrough_out: 16
carry_in_r: 1
input_1_r: 8
passthrough_in_r: 16
==> path summary, 6_finish.rpt <==
check | start | endpoint | slack [ps] | cells past startpoint
max reg2reg | carry_in_r | sum[7] | 610 | 12
min | sum[0] | sum[0] | 490 | 2
max | carry_in_r | sum[7] | 610 | 12
min reg2reg | sum[0] | sum[0] | 490 | 2
==> layout by cell type (no fill, tap or decap) <==
cell type / instances
inv_1: 7
nor2_1: 58
mux2i_1: 55
a211oi_1: 3
fa_1: 8
buf_4: 3
clkbuf_8: 14
nor2b_1: 2
dfxtp_1: 59
clkbuf_1: 2
clkdlybuf4s50_1: 59
buf_2: 2
dfxtp_2: 1
==> where the power goes <==
part	leakage, nW	internal (mW)	switching [mW]
combinational	0.713	0.0765	0.0468
sequential	0.492	0.585	0.0179
clock	0.103	0.289	0.195
==> critical path: cells and delay by family (launching register included) <==
family          cells  cell delay (ps)
compound gates      1              220
buf+inv             3              200
flops               1              310
fa+ha+maj           8             2880
==> logic make-up after synthesis <==
| group | count (synthesis) | synth area share |
|---|---|---|
| flops | 60 | 0.523 |
| fa+ha+maj | 8 | 0.0697 |
| buf+inv | 21 | 0.0582 |
| simple gates | 60 | 0.100 |
| mux | 55 | 0.240 |
| compound gates | 3 | 0.00980 |
==> cells in the mapped netlist <==
cell type  number
mux2i_1        55
a211oi_1        3
buf_6           4
dfxtp_1        60
buf_12          1
nor2_1         58
buf_4           1
clkbuf_1        4
fa_1            8
nor2b_1         2
buf_2           4
inv_1           7
==> metrics by stage <==
stage	setup WS [ps]	power, mW	cell area (um2)	cells	hold WS [ps]
after global placement	639	0.739	2940	356	472
after detailed placement	623	0.741	2940	356	479
final	609	1.21	3140	372	486
after global routing	393	1.28	3140	372	506
after floorplan	752	0.681	2300	207	437
after CTS	585	1.24	3140	372	487
==> final cells by class <==
class / instances / area, um2
clock buffers: 16 / 200
fillers: 687 / 4190
inverters: 7 / 26.3
multi-input cells: 126 / 963
flip-flops and latches: 60 / 1200
well taps: 99 / 124
repair buffers: 64 / 623
Power figures rest on the tool's default switching activity, not on a simulated workload.
